**./run.sh**
```bash
#!/bin/bash
# OpenROAD 26Q1-2900-gdf79404cd8, Yosys 0.63+post, stock flow scripts
make -C /OpenROAD-flow-scripts/flow DESIGN_CONFIG=/design/flow/config.mk WORK_HOME=/design/flow/orfs finish
```
**./config.mk**
```make
export PLATFORM = sky130hd
export DESIGN_NAME = sigmoid
export DESIGN_NICKNAME = sigmoid
export VERILOG_FILES = /design/flow/design.v
export SDC_FILE = /design/flow/constraint.sdc
export NUM_CORES = 4
export LEC_CHECK = 1
export CORE_AREA = 10 10 72 72
export DIE_AREA = 0 0 82 82
export SYNTH_HDL_FRONTEND = slang
```
**./constraint.sdc**
```tcl
current_design sigmoid

set clk_period 4.9
set clk_io_pct 0.2

create_clock -name clk0 -period $clk_period [get_ports {clk}]

set non_clock_inputs [all_inputs -no_clocks]
set_input_delay [expr $clk_period * $clk_io_pct] -clock clk0 $non_clock_inputs
set_output_delay [expr $clk_period * $clk_io_pct] -clock clk0 [all_outputs]
```
**./design.v**
```verilog
`timescale 1ns / 1ps
module sigmoid(
					clk,
					in,
					out
    );
	 parameter weight_width = 16;
parameter decimal_place = 8;
parameter num_input_neurons = 784;
parameter num_hidden_neurons = 16;
parameter num_output_neurons = 10;
task fp_mult;
input signed [weight_width-1:0] a;
input signed [weight_width-1:0] b;
output signed [weight_width-1:0] prod;
reg signed [2*weight_width-1:0] int_prod;  
begin
	int_prod = a * b;
	prod = (int_prod) >> decimal_place;
end
endtask
	 input clk;
	 input wire signed [weight_width-1:0] in;
	 output reg signed [weight_width-1:0] out;
	 reg signed [weight_width-1:0] min_lim = 16'b1111111101000000;
	 reg signed [weight_width-1:0] max_lim = 16'b0000000011000000;
	 always @(posedge clk)
	 begin
		if (in < min_lim)
		begin
			out <= 16'b0000000000000000;
		end
		else if (in > max_lim)
		begin
			out <= 16'b0000000000100000;
		end
		else
		begin
			case(in)
				16'b1111111101000000: out <= 16'b0000000000000000;
				16'b1111111101001101: out <= 16'b0000000000000000;
				16'b1111111101011010: out <= 16'b0000000000000000;
				16'b1111111101100110: out <= 16'b0000000000000000;
				16'b1111111101110011: out <= 16'b0000000000000000;
				16'b1111111110000000: out <= 16'b0000000000000001;
				16'b1111111110001101: out <= 16'b0000000000000001;
				16'b1111111110011010: out <= 16'b0000000000000001;
				16'b1111111110100110: out <= 16'b0000000000000010;
				16'b1111111110110011: out <= 16'b0000000000000011;
				16'b1111111111000000: out <= 16'b0000000000000100;
				16'b1111111111001101: out <= 16'b0000000000000101;
				16'b1111111111011010: out <= 16'b0000000000000111;
				16'b1111111111100110: out <= 16'b0000000000001010;
				16'b1111111111110011: out <= 16'b0000000000001101;
				16'b0000000000000000: out <= 16'b0000000000010000;
				16'b0000000000001101: out <= 16'b0000000000010011;
				16'b0000000000011010: out <= 16'b0000000000010110;
				16'b0000000000100110: out <= 16'b0000000000011001;
				16'b0000000000110011: out <= 16'b0000000000011011;
				16'b0000000001000000: out <= 16'b0000000000011100;
				16'b0000000001001101: out <= 16'b0000000000011101;
				16'b0000000001011010: out <= 16'b0000000000011110;
				16'b0000000001100110: out <= 16'b0000000000011111;
				16'b0000000001110011: out <= 16'b0000000000011111;
				16'b0000000010000000: out <= 16'b0000000000011111;
				16'b0000000010001101: out <= 16'b0000000000100000;
				16'b0000000010011010: out <= 16'b0000000000100000;
				16'b0000000010100110: out <= 16'b0000000000100000;
				16'b0000000010110011: out <= 16'b0000000000100000;
				16'b0000000011000000: out <= 16'b0000000000100000;
			endcase
		end
	 end
endmodule
```
==> impl_metrics.env <==
# physical design summary
export IMPL_period_used_pct=67.90
export IMPL_finalSetupTns_ns=0
export IMPL_syn_area_per_cell_um2=7.373
export IMPL_worstReg2RegStart="out[3]"
export IMPL_startpoint_type="input pin"
export IMPL_hp_class="reg2reg"
export IMPL_setup_viol=0
export IMPL_chip_area_mm2=0.006724
export IMPL_path_depth=7
export IMPL_crit_arrival_ns=3.43
export IMPL_via_count=1005
export IMPL_cts_tree="built"
export IMPL_ys_cells=121
export IMPL_ys_warnings_count=0
export IMPL_cellPowerDensity_mw_per_mm2=138.3
export IMPL_root_buffer="clkbuf_8"
export IMPL_floorplan_core_util_pct=24.19
export IMPL_tightest_slew_ns=0.7084
export IMPL_wl_per_cell_um=13.87
export IMPL_crit_start="in[6]"
export IMPL_rsz0062_at_grt="no"
export IMPL_top_register="out"
export IMPL_post_cts_setup_buffer_count=0
export IMPL_final_instance_count_excl_fill=190
export IMPL_overflow=0
export IMPL_xor_area_share_pct=0
export IMPL_yosys_top_cells_count="o21ai_0, buf_4, nand2_1, a21oi_1, nor2_1"
export IMPL_crit_fanout=15
export IMPL_cp_top_family="simple AND/OR/NAND/NOR gates"
export IMPL_die_x_um=82
export IMPL_ys_sh_adder_pct=0
export IMPL_die_h_um=82
export IMPL_postRouteWirelength_um=2636
export IMPL_cts_max_path_buffers=2
export IMPL_final_max_slew_viol_count=0
export IMPL_grt_pass1_wl_um=4374
export IMPL_cts_num_sinks=6
export IMPL_coreArea_mm2=0.003689
export IMPL_ant_nets=0
export IMPL_yosys_area_um2=892.1
export IMPL_drt_pass1_iterations=4
export IMPL_dpl_cell_area_mm2=0.001111
export IMPL_synth_distinct_cells=48
export IMPL_total_power_mw=0.1594
export IMPL_netlist_instances=121
export IMPL_slew_limit_headroom_pct=52.77
export IMPL_reg2reg_to="out[3]"
export IMPL_max_stage_delay_ns=0.80
export IMPL_drive_above_1_share_pct=10.56
export IMPL_outcome="complete, no violations"
export IMPL_cp_required_ns=5.01
export IMPL_max_freq_mhz=300.6
export IMPL_antenna_found_initial=0
export IMPL_hold_viol_final=0
export IMPL_drc=0
export IMPL_cap_violations=0
export IMPL_synth_top_area_share_pct=13.46
export IMPL_fin_crit_ns=3.327
export IMPL_htree_levels=1
export IMPL_crit_type="in2reg"
export IMPL_critPathBufInv=1
export IMPL_crit_chain="clkdlybuf4s50_1, or4b_2, o21ai_0, o221ai_1, nand2_1, and3b_1, a32o_1"
export IMPL_grtUsageTotal_pct=7.698
export IMPL_ys_top_logic_family="simple AND/OR/NAND/NOR gates"
export IMPL_grt_max_degree=16
export IMPL_cts_buffers=3
export IMPL_placed_cells=187
export IMPL_log_warning_count=25
export IMPL_peakVddDrop_v=0.00007102
export IMPL_worst_path_max_delay_cell="clkdlybuf4s50_1"
export IMPL_syn_to_final_growth_pct=29.17
export IMPL_post_dp_hpwl_um=2107
export IMPL_critical_path_endpoint_type="register"
export IMPL_edf_count=0
export IMPL_top_regs="out x6"
export IMPL_port_buffer_count=22
export IMPL_first_global_vias=944
export IMPL_rows=22
export IMPL_critPathCapture="out[1]"
export IMPL_leakagePower_nw=0.3941
export IMPL_diodes=0
export IMPL_io_pins=33
export IMPL_gp_congestion=0.9270
export IMPL_yosys_area_top_type="dfxtp_1"
export IMPL_top_cell="o21ai_0"
export IMPL_ys_ff=6
export IMPL_ff_type="dfxtp_1"
export IMPL_compound_area_share_pct=31.84
export IMPL_synthSimpleGateAreaFrac_pct=42.36
export IMPL_async_flop_share_pct=0
export IMPL_ff2ff_path_depth=3
export IMPL_synthesis_area_um2=892.1
export IMPL_ctsResizeCount=0
export IMPL_largest_reg_flops=6
export IMPL_postSynthSeqShare_pct=13.46
export IMPL_avgViaCountPerCell=5.289
export IMPL_area_leaders="dfxtp_1, buf_4, o21ai_0"
export IMPL_worstSkewPairLatency_ns=0.22
export IMPL_drtIter0Drc=104
export IMPL_finalClockSkew_ns=0
export IMPL_mux_area_share_pct=0
export IMPL_stdcell_area_mm2=0.001152
export IMPL_clk_pin_slew_ns=0.04
export IMPL_regToRegSetupSlack_ns=4.05
export IMPL_cts_hold_fix_buffers=0
==> area by class of cell <==
type | count | area, um^2
tap | 48 | 60.06
clock buffer | 3 | 41.29
timing repair buffer | 22 | 220.2
multi-input combinational | 108 | 699.4
fill | 412 | 2536
inverter | 3 | 11.26
sequential | 6 | 120.1
==> per-layer routing <==
layer	track usage, %	wire length [um]	part of all wire, %
met1	10.08	1184	45
met2	12.23	1240	47
met3	2.643	211	8.0
met4	1.190	0	0
met5	0	0	0
==> report_power, final <==
part / switching [mW] / total [mW] / internal (mW)
clock network: 0.0194 / 0.0720 / 0.0526
registers: 0.000317 / 0.0501 / 0.0498
logic: 0.0186 / 0.0373 / 0.0187
total: 0.0384 / 0.159 / 0.121
==> per-stage QoR <==
step / utilization, % / hold WS, ns / worst slack [ns]
after CTS: 31.24 / 0.5056 / 1.604
after detailed placement: 30.12 / 0.4929 / 1.375
after global placement: 30.12 / 0.4967 / 1.390
final: 31.24 / 0.4968 / 1.573
after global routing: 31.24 / 0.5412 / 1.348
after floorplan: - / 0.4461 / 2.202
==> cells in the final DEF, fill, tap and decap left out, drive strengths merged, types with 3 or more instances in the layout <==
| cell | instances |
|---|---|
| clkbuf | 3 |
| or3 | 3 |
| conb | 10 |
| inv | 3 |
| dfxtp | 6 |
| nand3 | 5 |
| nand4 | 5 |
| a21oi | 9 |
| nor2 | 9 |
| a211oi | 3 |
| clkdlybuf4s50 | 22 |
| nand3b | 6 |
| o21ai | 13 |
| nand2 | 9 |
| nor3 | 4 |
==> kinds of logic after synthesis <==
logic type,Yosys count
simple gates,58
compound gates,40
buf+inv,16
flops,6
other cells,1
==> tightest hold or removal path, cell delays in order, from the launching register on <==
cell and delay (ns):
dfxtp_1 0.30, o211ai_1 0.07, o21ai_0 0.07
==> how the worst min path moves through the flow <==
stage	depth (start not counted)	slack, ns	start	endpoint
after CTS	2	0.51	out[5]	out[5]
after global routing	1	0.54	out[1]	out[1]
final	2	0.50	out[5]	out[5]
